### flow/config.mk
export PLATFORM = sky130hd
export DESIGN_NAME = reg_file
export DESIGN_NICKNAME = reg_file
export VERILOG_FILES = /design/flow/design.v
export SDC_FILE = /design/flow/constraint.sdc
export NUM_CORES = 4
export LEC_CHECK = 1
export CORE_UTILIZATION = 50
### flow/constraint.sdc
current_design reg_file

set clk_period 8.0
set clk_io_pct 0.2

create_clock -name clk0 -period $clk_period [get_ports {CLK}]

set non_clock_inputs [all_inputs -no_clocks]
set_input_delay [expr $clk_period * $clk_io_pct] -clock clk0 $non_clock_inputs
set_output_delay [expr $clk_period * $clk_io_pct] -clock clk0 [all_outputs]
### flow/design.v
import definitions::*;   
module reg_file #(parameter W=8, D=4)(		  
  input           CLK,
                  write_en,
						T,        
						reset,
  input  [ D-1:0] raddrA,	 
                  raddrB,	 
						OP,       
  input  [ W-1:0] data_in,
  output [ W-1:0] data_outA,
  output logic [W-1:0] data_outB
    );
logic [W-1:0] registers[2**D];	   
assign      data_outA = registers[raddrA];	               
always_comb data_outB = registers[raddrB];                 
always_ff @ (posedge CLK) begin
  if (write_en && ((OP == kGST && T) || (OP == kLRS) || (OP == kLDS))) begin 
    registers[raddrA] <= data_in;
  end else if (write_en)											                     
    registers[raddrB] <= data_in;                                       
  if (reset) begin
    registers[0] <= 0;
	 registers[1] <= 0;
	 registers[2] <= 0;
	 registers[3] <= 0;
	 registers[4] <= 0;
	 registers[5] <= 0;
	 registers[6] <= 0;
	 registers[7] <= 0;
	 registers[8] <= 0;
	 registers[9] <= 0;
	 registers[10] <= 0;
	 registers[11] <= 0;
	 registers[12] <= 0;
	 registers[13] <= 0;
	 registers[14] <= 0;
	 registers[15] <= 0;
  end
end
endmodule
### flow/run.sh
#!/bin/bash
# OpenROAD 26Q1-2900-gdf79404cd8, Yosys 0.63+post, stock flow scripts
make -C /OpenROAD-flow-scripts/flow DESIGN_CONFIG=/design/flow/config.mk WORK_HOME=/design/flow/orfs finish
==> reports/qor.yml <==
fin_skew_ns: 0
reg2reg_depth: 2
r2r_end: "registers[0][6]"
cp-endpoint: "data_outB[1]"
stdcell_area_sq_mm: 0.00851
powerDensity_mw_per_mm2: 196
min_period_over_period: 0.695
worst_slack_ns: 2.44
preCtsSetupSlack_ns: 2.42
drtAntennaViolNets: 0
clockBufferDepth: 2
synthCells: 637
firstDrtPassIters: 4
holdCritPathClass: "reg2reg"
antenna_found_initial: 0
irDropWorstVdd_mv: 0.171
cts_hold_buffers: 0
avgViaCountPerCell: 6.01
crit_slowest_cell: "buf_4"
vias: 5070
place_congestion: 0.802
htreeDepth: 4
clkPwrFrac: 0.519
cap_violations: 0
ys_cells: 637
clk_pin_slew_worst_paths_ns: 0.05
drive_above_1_share: 0.226
wire_per_inst_microns: 23.7
grtUsageTotal: 0.295
p_leak_nw: 3.73
largest_register_ffs: 128
dieWidth_microns: 124
slew_headroom: 0.347
largest-register: "registers"
grt_max_degree: 98
p_seq_frac: 0.392
cts.sinks: 128
warnings: 27
ys_ff: 128
p_switching_mw: 0.373
rsz0062_at_grt: "no"
final_max_slew_viol_count: 0
cts_root_buf: "clkbuf_16"
placement.io_buffers: 37
setup_viol: 0
area_growth_pct: 14.7
worstSetupPathType: "in2out"
intPower_mw: 1.29
mi_logic_area_sq_mm: 0.00458
r2r_slack_ns: 7.35
max_stage_delay_ns: 0.57
dp_cells: 812
seq_area_frac_synth: 0.345
post_cts_resized: 0
final_cells: 844
synth.distinct_cells: 27
setup_tns_ns: 0
fp-row-count: 44
fillers: 1140
tritoncts: "done"
antenna-diode-count: 0
worst_setup_path_end_kind: "output pin"
die-area_sq_mm: 0.0153
insertion_delay_ns: 0.41
grt_pass1_wl_microns: 30400
worst_slew_pin_slew_ns: 0.974
coreArea_sq_mm: 0.0145
rr_startpoint: "registers[0][6]"
crit_fanout: 25
drc_errors: 0
syn-cell-area_sq_mm: 0.00742
max_freq_ghz: 0.180
postCtsSetupBuffers: 0
path_cells: "buf_2, buf_4, mux4_2, a22oi_1, nand2_1, clkdlybuf4s50_1"
cp.arrival_ns: 3.96
drt-initial-drc-count: 336
status: "finished, final reports clean"
numCtsBuffers: 17
ys_chip_area_sq_mm: 0.00742
io_pins: 40
required_ns: 6.40
dpl_cell_area_sq_mm: 0.00784
yosysWarnings: 8
p_sw_frac: 0.224
post-route-min-period_ns: 5.56
die_y_microns: 124
critPathLaunch: "raddrB[0]"
p_comb_frac: 0.088
reg_top3: "registers: 128 flops"
cp-start-kind: "input pin"
seqCellArea_sq_mm: 0.00256
drt-total-wl_microns: 20000
fp-utilization: 0.512
dp_hpwl_microns: 11600
first_global_vias: 5134
hold_violations: 0
overflow: 0
avgSynthCellArea_sq_um: 11.6
per-layer routing:
metal,GRT usage,wire [microns]
met1,0.423,8250
met2,0.467,9930
met3,0.0958,1510
met4,0.0361,332
met5,0,0
stage by stage:
stage / hold WS (ns) / utilization / power, mW
after floorplan: 0.459 / - / 0.769
after global placement: 0.468 / 0.542 / 0.812
final: 0.486 / 0.587 / 1.66
after detailed placement: 0.478 / 0.542 / 0.814
after CTS: 0.488 / 0.587 / 1.68
after global routing: 0.506 / 0.587 / 1.72
synthesized netlist by cell type (all sizes together):
cell	count	area (sq um)
or4	1	7.51
buf	24	129
clkbuf	38	144
dfxtp	128	2560
nor4	12	124
mux2i	128	1280
nor2	3	11.3
nand2	20	75.1
and2	2	12.5
o21ai	16	230
mux4	64	1440
nand2b	144	903
nor2b	4	25.0
nor3	19	201
or3	1	6.26
a22oi	32	240
nor4b	1	23.8
worst max-delay path, delay by kind of cell:
kind | cells | cell delay (ns)
and+or+nand+nor | 1 | 0.10
AOI/OAI and AO/OA | 1 | 0.32
muxes | 1 | 0.57
buffers and inverters | 3 | 1.35
power groups by stage:
stage                 sequential, mW  clock (mW)  combinational, mW
final                          0.653       0.865              0.147
after CTS                      0.653       0.876              0.148
after global routing           0.654       0.910              0.156
cell usage in the layout (no fill, tap or decap):
cell type / Yosys / final
nand2b_1: 143 / 143
nor4_4: 2 / 2
a22oi_1: 32 / 32
clkinv_2: 0 / 3
o21ai_2: 4 / 4
nor4_1: 7 / 7
mux2i_1: 128 / 128
clkbuf_1: 37 / 1
nor3_2: 1 / 1
nor2b_1: 4 / 4
dfxtp_1: 128 / 128
nor3_4: 9 / 9
nand2_1: 20 / 20
buf_4: 3 / 16
clkbuf_8: 0 / 4
mux4_2: 64 / 64
and2_1: 2 / 2
clkinvlp_4: 0 / 2
o21ai_4: 12 / 12
nor4_2: 3 / 3
nand2b_2: 1 / 1
nor2_1: 3 / 3
clkdlybuf4s50_1: 0 / 32
bufinv_16: 0 / 5
nor3_1: 9 / 9
buf_2: 13 / 5
or4_1: 1 / 1
or3_1: 1 / 1
clkbuf_16: 0 / 17
nor4b_4: 1 / 1
cell families after synthesis:
| kind of cell | synth area share |
|---|---|
| simple gates | 0.187 |
| mux | 0.367 |
| flops | 0.345 |
| buf+inv | 0.0368 |
| compound gates | 0.0634 |
worst min-delay path by stage:
stage / to / slack [ns] / cells past startpoint / startpoint
6_report: registers[2][5] / 0.49 / 2 / registers[2][5]
4_1_cts: registers[11][0] / 0.49 / 2 / registers[11][0]
5_1_grt: registers[11][2] / 0.51 / 2 / registers[11][2]
final cells by class:
type                            instances  share of cell area
Multi-Input combinational cell        447               0.539
Clock inverter                         10              0.0212
Timing Repair Buffer                   53              0.0547
Tap cell                              184              0.0271
Sequential cell                       128               0.301
Clock buffer                           22              0.0569
Power and IR drop assume default switching activity.
