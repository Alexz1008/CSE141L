$ cat design.v
module IF(
  input init,
		  branch_en, 
		  CLK,
		  bSIGN,
      halt,
  input [ 8:0] bOFFSET,
  output logic[ 9:0] PC);
logic start_prog1 = 1;
logic start_prog2 = 0;
logic start_prog3 = 0;
always @(posedge CLK)
  if(init) begin
    PC <= 0;
    if(start_prog1) begin
      PC <= 0;
      start_prog1 <= 0;
      start_prog2 <= 1;
    end else if (start_prog2) begin
      PC <= 219;
      start_prog2 <= 0;
      start_prog3 <= 1;
    end else if (start_prog3) begin
      PC <= 686;
    end
  end else begin
	 if(branch_en) begin
	   if (bSIGN)
	     PC <= PC - bOFFSET;
		else
		  PC <= PC + bOFFSET;
	 end else
	   PC <= PC + 1;	      
  end
endmodule
$ cat run.sh
#!/bin/bash
# OpenROAD 26Q1-2900-gdf79404cd8, Yosys 0.63+post, stock flow scripts
make -C /OpenROAD-flow-scripts/flow DESIGN_CONFIG=/design/flow/config.mk WORK_HOME=/design/flow/orfs finish
$ cat config.mk
export PLATFORM = sky130hd
export DESIGN_NAME = IF
export DESIGN_NICKNAME = IF
export VERILOG_FILES = /design/flow/design.v
export SDC_FILE = /design/flow/constraint.sdc
export NUM_CORES = 4
export LEC_CHECK = 1
export CORE_AREA = 10 10 89 89
export DIE_AREA = 0 0 99 99
$ cat constraint.sdc
current_design IF

set clk_period 5.7
set clk_io_pct 0.2

create_clock -name clk0 -period $clk_period [get_ports {CLK}]

set non_clock_inputs [all_inputs -no_clocks]
set_input_delay [expr $clk_period * $clk_io_pct] -clock clk0 $non_clock_inputs
set_output_delay [expr $clk_period * $clk_io_pct] -clock clk0 [all_outputs]
==> results_dict.tcl <==
# collected from the flow reports
set metrics [dict create \
    ys_sh_aoi 0.240 \
    setup_viol 0 \
    hold_viol 0 \
    critical-path-max-stage-delay_ns 0.52 \
    cts_resized 0 \
    clkTransAtPathRegs_ns 0.06 \
    vias 971 \
    syn2layout_area_growth_pct 33.9 \
    simple_gate_share 0.181 \
    placed_cells 225 \
    ys_async_sr_fraction 0 \
    io-pin-count 24 \
    openroad.warnings 26 \
    finalSetupTns_ns 0 \
    final_cells 229 \
    die_h_um 99 \
    antenna_found_initial 0 \
    synth.area.top_cells "dfxtp_1 (19%), ha_1 (12%), edfxtp_1 (8.7%), xor2_1 (5.9%), a21oi_1 (5.8%)" \
    hold_path.class "reg -> reg" \
    yosysSeqAreaShare 0.280 \
    rows 28 \
    skew_ns 0.00362 \
    grt_pass1_vias 895 \
    synth_area_mm2 0.00104 \
    yosys_cells 130 \
    cpMaxStageDelayCell "clkdlybuf4s50_1" \
    common_cells "nor2_1 (16), inv_1 (14), a21oi_1 (12)" \
    first_pass_iters 4 \
    ant_nets 0 \
    critPathTopFamily "AND-OR/OR-AND gates" \
    yosysWarnings 1 \
    synth-main-ff-cell "dfxtp_1" \
    root_buffer "clkbuf_8" \
    chip_area_mm2 0.00980 \
    crit_buf_inv 2 \
    track_usage 0.0540 \
    power_leakage_nw 0.595 \
    synth.logic.top_family "AND-OR/OR-AND gates" \
    synth-edff-count 3 \
    cts_setup_buffers 0 \
    ys_chip_area_mm2 0.00104 \
    core_mm2 0.00599 \
    synth_cell_type_count 34 \
    grt_max_degree 13 \
    wire_per_inst_um 12.0 \
    drv_cap 0 \
    xor_share 0.0929 \
    synth_flops 13 \
    ys_sh_mux 0 \
    grt_pass1_wl_um 4460 \
    adder_share 0.140 \
    drive_gt1_frac 0.0325 \
    die_x_um 99 \
    fin_crit_ns 3.74 \
    top_area_frac 0.193 \
    overflow 0 \
    drtIter0Drc 34 \
    ctsHoldBuffers 0 \
    p_per_area_mw_per_mm2 288 \
    cp_max_fo 3 \
    irDropWorstVdd_v 0.000158 \
    required_ns 5.87 \
    crit_type "in -> reg" \
    synthCells 130 \
    clock_latency_ns 0.24 \
    clock_path_buffers 2 \
    syn_avg_cell_area_um2 7.98 \
    crit_path_end_kind "register" \
    max_clock_freq_ghz 0.267 \
    cts_tree "done" \
    diodes 0 \
    finalWirelength_um 2750 \
    cts_buffers 3 \
    floorplan.core_util 0.173 \
    dpl.hpwl_um 2170 \
    status "complete, no violations" \
    path_cells "clkdlybuf4s50_1 -> inv_1 -> ha_1 -> nor2b_1 -> a211oi_1 -> ha_1 -> nor2b_1 -> o2111ai_1 -> a211oi_1 -> or3_1 -> a31oi_1" \
    yosysMostFrequentCell "nor2_1" \
    maxSlewViolCount 0 \
    drc_errors 0 \
    worstSetupStartpointType "input pin" \
    period_used_share 0.656 \
    synth_top_cell_by_area "dfxtp_1" \
    viasPerCell 4.24 \
    cts_max_level 1 \
    port_buffers 22 \
    finalWeightedCongestion 0.870 \
    rsz0062_at_grt "no" \
    cts_sinks 13 \
    cp.arrival_ns 3.91 \
]
==> flip-flops by register name, indices dropped and copies added (netlist names) <==
register / cells
PC: 10
start_prog2: 1
start_prog1: 1
start_prog3: 1
==> area by class of cell <==
cell class | count | area, um2
multi-input cells | 101 | 686
clock inverters | 1 | 5.00
well taps | 75 | 93.8
flip-flops and latches | 13 | 290
repair buffers | 22 | 220
inverters | 14 | 52.6
clock buffers | 3 | 41.3
fillers | 647 | 4600
==> final timing paths <==
check | depth (start not counted) | from | endpoint | slack [ns]
worst max-delay path | 11 | bOFFSET[0] | PC[9] | 1.96
worst min-delay path | 0 | start_prog1 | start_prog2 | 0.48
worst min register to register | 0 | start_prog1 | start_prog2 | 0.48
worst max register to register | 9 | PC[0] | PC[8] | 3.56
==> routing by layer <==
layer  wire length (um)  share of wire  global-route usage  up-vias
met5                  0              0                   0        -
met4                 16         0.0058             0.00551        0
met3                201          0.073              0.0141        2
met2               1090           0.40              0.0772       32
met1               1440           0.52              0.0813      425
li1                   -              -                   -      512
==> worst register-to-register path: cells and delay by family, from the launching register on <==
kind	cells	cell delay (ns)
AND-OR/OR-AND	5	1.10
buffers and inverters	2	0.10
adder cells (fa/ha/maj)	2	0.56
flip-flops	1	0.31
==> logic make-up after synthesis <==
kind of cell / count (synthesis)
compound gates: 40
xor+xnor: 11
other cells: 2
fa+ha+maj: 11
flops: 13
simple gates: 37
buf+inv: 16
==> cells in the final DEF, fill, tap and decap left out, types with 2 or more instances in the layout <==
cell	n
xor2_1	7
o31ai_1	2
a21oi_1	12
clkdlybuf4s50_1	22
dfxtp_1	10
a211oi_1	2
a31oi_1	4
o21ai_0	9
clkbuf_8	3
inv_1	14
nand2b_1	2
nor3_1	5
nor2b_1	2
edfxtp_1	3
o211ai_1	2
nor2_1	16
ha_1	10
xnor2_1	4
conb_1	2
a21o_1	3
nand2_1	6
==> power breakdown <==
group | switching (mW) | internal, mW | total, mW
Sequential | 0.0141 | 0.115 | 0.129
Clock | 0.0364 | 0.0483 | 0.0847
Combinational | 0.0872 | 0.0985 | 0.186
==> per-stage QoR <==
step	instance area (um2)	utilization	hold slack, ns	setup slack, ns	power (mW)
after detailed placement	1340	0.224	0.470	1.70	0.316
after CTS	1390	0.232	0.485	1.93	0.404
after global placement	1340	0.224	0.467	1.72	0.316
after global routing	1390	0.232	0.508	1.71	0.436
after floorplan	1040	-	0.451	2.47	0.240
final	1390	0.232	0.485	1.96	0.400
Power and IR drop assume default switching activity.
